[design/flow/config.mk]
export PLATFORM = sky130hd
export DESIGN_NAME = top
export DESIGN_NICKNAME = top
export VERILOG_FILES = /design/flow/design.v
export SDC_FILE = /design/flow/constraint.sdc
export NUM_CORES = 4
export LEC_CHECK = 1
export CORE_UTILIZATION = 40
[design/flow/constraint.sdc]
current_design top

set clk_period 8.3
set clk_io_pct 0.2

create_clock -name clk0 -period $clk_period [get_ports {clk}]

set non_clock_inputs [all_inputs -no_clocks]
set_input_delay [expr $clk_period * $clk_io_pct] -clock clk0 $non_clock_inputs
set_output_delay [expr $clk_period * $clk_io_pct] -clock clk0 [all_outputs]
[design/flow/design.v]
module top #(parameter WIDTH = 8)(
    input                clk,
    input                rst_n,
    input                start,
    input  [2*WIDTH-1:0] a_1,
    input  [2*WIDTH-1:0] a_2,
    input  [2*WIDTH-1:0] b_1,
    input  [2*WIDTH-1:0] b_2,
    output [2*WIDTH-1:0] gcd_1,
    output [2*WIDTH-1:0] gcd_2,
    output [2*WIDTH-1:0] s_1,
    output [2*WIDTH-1:0] s_2,
    output [2*WIDTH-1:0] t_1,
    output [2*WIDTH-1:0] t_2,
    output               finish_1,
    output               finish_2
);
gcd gcd_block_1(
    .clk(clk),
    .rst_n(rst_n),
    .start(start),
    .a(a_1),
    .b(b_1),
    .gcd(gcd_1),
    .s(s_1),
    .t(t_1),
    .finish(finish_1)
);
gcd gcd_block_2(
    .clk(clk),
    .rst_n(rst_n),
    .start(start),
    .a(a_2),
    .b(b_2),
    .gcd(gcd_2),
    .s(s_2),
    .t(t_2),
    .finish(finish_2)
);
endmodule
module Divide #(parameter WIDTH = 8) (
    input                    clk,
    input                    rst_n,
    input                    start,
    input      [  WIDTH-1:0] dividend,  
    input      [  WIDTH-1:0] divisor,   
    output     [  WIDTH-1:0] quotient,
    output     [  WIDTH-1:0] remainder,
    output reg               finish
);
parameter IDLE = 0;
parameter CALC = 1;
reg [  WIDTH-1: 0] cnt, cnt_nxt;
reg [2*WIDTH-1: 0] accumulator, accumulator_nxt;
reg [        2: 0] state, state_nxt;
reg                finish_nxt;
reg [  WIDTH-1: 0] dividend_reg, divisor_reg, dividend_nxt, divisor_nxt;
assign quotient = accumulator[WIDTH-1: 0];
assign remainder = accumulator[2*WIDTH-1: WIDTH];
always @(*) begin
    state_nxt = state;
    if (state == IDLE) begin
        if (start) begin
            state_nxt = CALC;
        end
    end else begin
        if (cnt == WIDTH-1) begin
            state_nxt = IDLE;
        end
    end 
end
always @(*) begin
    dividend_nxt = dividend_reg;
    divisor_nxt = divisor_reg;
    if (state == IDLE && start) begin
        dividend_nxt = dividend;
        divisor_nxt = divisor;
    end
end
always @(*) begin
    if (state == IDLE) begin
        accumulator_nxt = 0;
        if (start) begin
            accumulator_nxt[WIDTH-1: 0] = dividend;  
        end
    end else begin  
        if ($unsigned(accumulator[2*WIDTH-2: WIDTH-1] >= $unsigned(divisor_reg))) begin
            accumulator_nxt[2*WIDTH-1: WIDTH] = accumulator[2*WIDTH-2: WIDTH-1] - divisor_reg;
            accumulator_nxt[WIDTH-1: 1] = accumulator[WIDTH-2: 0];
            accumulator_nxt[0] = 1;
        end else begin
            accumulator_nxt[2*WIDTH-1: WIDTH] = accumulator[2*WIDTH-2: WIDTH-1];
            accumulator_nxt[WIDTH-1: 1] = accumulator[WIDTH-2: 0];
            accumulator_nxt[0] = 0;
        end
    end
end
always @(*) begin
    finish_nxt = 0;
    if (state == IDLE) begin
        cnt_nxt = 0;
    end else begin
        if (cnt == WIDTH-1) begin
            cnt_nxt = 0;
            finish_nxt = 1;
        end 
        else begin
            cnt_nxt = cnt + 1;
        end
    end
end
always @(posedge clk or negedge rst_n) begin
    if (!rst_n) begin
        state        <= IDLE;
        cnt          <= 0;
        finish       <= 0;
        dividend_reg <= 0;
        divisor_reg  <= 0;
        accumulator  <= 0;
    end else begin 
        state        <= state_nxt;
        cnt          <= cnt_nxt;
        finish       <= finish_nxt;
        dividend_reg <= dividend_nxt;
        divisor_reg  <= divisor_nxt;
        accumulator  <= accumulator_nxt;
    end
end
endmodule
module gcd #(parameter WIDTH = 8) (
    input                    clk,
    input                    rst_n,
    input                    start,
    input      [2*WIDTH-1:0] a,  
    input      [2*WIDTH-1:0] b,  
    output reg [2*WIDTH-1:0] gcd,
    output     [2*WIDTH-1:0] s,  
    output     [2*WIDTH-1:0] t,
    output reg               finish
);
parameter STATE_IDLE = 0;
parameter STATE_CALC = 1;
parameter STATE_HOLD = 2;
parameter MAX_ITER = 14*WIDTH*WIDTH;
reg  [        2: 0] state, state_nxt;
reg  [2*WIDTH-1: 0] dividend, dividend_nxt;
reg  [2*WIDTH-1: 0] divisor, divisor_nxt;
wire [2*WIDTH-1: 0] quotient, remainder;
reg                 DivideStart, DivideStart_nxt;
wire                DivideFinish;
reg  [2*WIDTH-1: 0] gcd_nxt;
reg                 finish_nxt;
reg  [2*WIDTH-1: 0] s1, s2, s3, t1, t2, t3;
reg  [2*WIDTH-1: 0] s1_nxt, s2_nxt, s3_nxt, t1_nxt, t2_nxt, t3_nxt;
reg  [2*WIDTH-1: 0] cnt, cnt_nxt;
reg  [2*WIDTH-1: 0] iter_cnt, iter_cnt_nxt;
assign s = s2;
assign t = t2;
always @(*) begin
    state_nxt = state;
    if (state == STATE_IDLE && start) begin
        state_nxt = STATE_CALC;
    end else if (state == STATE_CALC && DivideFinish && remainder == 0) begin
        state_nxt = STATE_HOLD;
    end else if (state == STATE_HOLD && iter_cnt == MAX_ITER-1) begin
        state_nxt = STATE_IDLE;
    end
end
always @(*) begin
    DivideStart_nxt = 1'b0;
    if (state == STATE_IDLE && start) begin
        DivideStart_nxt = 1'b1;
    end else if (state == STATE_CALC && DivideFinish && remainder != 0) begin
        DivideStart_nxt = 1'b1;
    end
end
always @(*) begin
    dividend_nxt = dividend;
    divisor_nxt = divisor;
    if (state == STATE_IDLE && start) begin
        dividend_nxt = a;
        divisor_nxt = b;
    end else if (state == STATE_CALC && DivideFinish && remainder != 0) begin
        dividend_nxt = divisor;
        divisor_nxt = remainder;
    end else if (state == STATE_CALC && DivideFinish && remainder == 0) begin
        dividend_nxt = 0;
        divisor_nxt = 0;
    end
end
always @(*) begin
    gcd_nxt = 0;
    finish_nxt = 1'b0;
    if (state == STATE_CALC && DivideFinish && remainder == 0) begin
        gcd_nxt = divisor;
    end else if (state == STATE_HOLD) begin
        gcd_nxt = gcd;
        if (iter_cnt == MAX_ITER-1) begin
            finish_nxt = 1'b1;
        end
    end
end
always @(*) begin
    cnt_nxt = cnt;
    if (state == STATE_CALC && DivideFinish && remainder != 0) cnt_nxt = cnt + 1;
    else if (state == STATE_CALC && DivideFinish && remainder == 0) cnt_nxt = 0;
end
always @(*) begin
    s1_nxt = s1;
    s2_nxt = s2;
    s3_nxt = s3;
    t1_nxt = t1;
    t2_nxt = t2;
    t3_nxt = t3;
    if (state == STATE_CALC && DivideFinish) begin
        if (cnt == 0) begin
            s1_nxt = 1;
            s2_nxt = 0;
            s3_nxt = 1;
            t1_nxt = 0;
            t2_nxt = 1;
            t3_nxt = -quotient;
        end
        else begin
            s1_nxt = s2;
            s2_nxt = s3;
            s3_nxt = s2 - quotient * s3;
            t1_nxt = t2;
            t2_nxt = t3;
            t3_nxt = t2 - quotient * t3;
        end
    end
end
always @(*) begin
    iter_cnt_nxt = 0;
    if (state != STATE_IDLE) begin
        iter_cnt_nxt = iter_cnt + 1;
    end
end
always @(posedge clk or negedge rst_n) begin
    if (!rst_n) begin
        state       <= STATE_IDLE;
        dividend    <= 0;
        divisor     <= 0;
        DivideStart <= 0;
        gcd         <= 0;
        finish      <= 0;
        cnt         <= 0;
        iter_cnt    <= 0;
    end else begin
        state       <= state_nxt;
        dividend    <= dividend_nxt;
        divisor     <= divisor_nxt;
        DivideStart <= DivideStart_nxt;
        gcd         <= gcd_nxt;
        finish      <= finish_nxt;
        cnt         <= cnt_nxt;
        iter_cnt    <= iter_cnt_nxt;
    end
end
always @(posedge clk or negedge rst_n) begin
    if (!rst_n) begin
        s1 <= 0;
        s2 <= 0;
        s3 <= 0;
        t1 <= 0;
        t2 <= 0;
        t3 <= 0;
    end else begin
        s1 <= s1_nxt;
        s2 <= s2_nxt;
        s3 <= s3_nxt;
        t1 <= t1_nxt;
        t2 <= t2_nxt;
        t3 <= t3_nxt;
    end
end
Divide #(.WIDTH(2*WIDTH)) divide0(
    .clk(clk),
    .rst_n(rst_n),
    .start(DivideStart),
    .dividend(dividend),
    .divisor(divisor),
    .quotient(quotient),
    .remainder(remainder),
    .finish(DivideFinish)
);
endmodule
[design/flow/run.sh]
#!/bin/bash
# OpenROAD 26Q1-2900-gdf79404cd8, Yosys 0.63+post, stock flow scripts
make -C /OpenROAD-flow-scripts/flow DESIGN_CONFIG=/design/flow/config.mk WORK_HOME=/design/flow/orfs finish
==> Slide: Implementation Results <==
Implementation Results

STA
  – Final min period: 5.76 ns
  – Endpoints failing hold: 0
  – Final setup TNS: 0 ns
  – Setup ws final: 2.54 ns
  – Max_slew headroom: 46.8%
  – RSZ-0062 raised after global routing: false
  – Max Fclk: 174 MHz
  – Least-Margin Pin Slew: 0.798 ns
  – Max-slew violations: 0
  – Final setup fails: 0
  – Tcrit/Tclk final: 69.4%
  – Final setup skew: 0.0265 ns

Finish
  – Most frequent cells in the layout: inv_1, nand2_1, dfrtp_1, fa_1, and2_1
  – Area grow syn2layout: 12.4%
  – Dominant logic cell type in the layout: inv_1
  – Layout cells sized above 1: 4.24%
  – Layout Utilization: 45.3%
  – Final instance area: 0.0430 mm2
  – Biggest regs: gcd_block_1.divide0.accumulator (32), gcd_block_2.divide0.accumulator (32)

Synth
  – Synth Cell Area: 0.0383 mm2
  – Predominant post-synthesis flop cell: dfrtp_1
  – Synthesis-stage register bit count: 430
  – Yosys Instances: 4275
  – Yosys warns: 2
  – Mapped Cells: 4275
  – Chip Area, Yosys: 0.0383 mm2
  – Flip-flops with a built-in enable: 0
  – Mean post-synth cell area: 8.95 um2
  – Synth Seq Share: 28.1%
  – Unique cell types: 73
  – Synth async-reset ratio: 100%

Setup path
  – Crit Path Category: reg2reg
  – R2R depth: 20
  – CP Capture Type: register
  – CP endpoint: gcd_block_1.t3[15]$_DFFE_PN0P_
  – Flop-to-flop setup slack: 2.54 ns
  – Arr. time, crit path: 6.30 ns
  – RR Startpoint: gcd_block_1.t3[1]$_DFFE_PN0P_
  – CP required: 8.84 ns
  – Max FO, Critical Path: 17
  – Critical Path Start Type: register
  – RR Endpoint: gcd_block_1.t3[15]$_DFFE_PN0P_
  – Critical path origin: gcd_block_1.t3[1]$_DFFE_PN0P_

Die
  – Die Wd: 311 um
  – FP Util: 40.3%
  – Core Box Area: 0.0949 mm2
  – Row count: 113
  – Die area: 0.0969 mm2
  – Die H: 311 um
  – Io pins: 165

Clock network
  – Late-Pin Clk Latency: 0.66 ns
  – TritonCTS clock tree: yes
  – Clk root buf: clkbuf_16
  – Clk sinks: 430
  – Worst-path clk slew: 0.06 ns
  – CTS Buf Count: 53
  – H-tree level count: 2
  – Hold buffer count at cts: 0
  – Post-CTS sizing: 0
  – Clock buffer depth: 3
  – Postcts setup bufs: 0

Outcome
  – Outcome: complete, no violations

Place
  – Area after DPL: 0.0411 mm2
  – Dpl ws: 2.57 ns
  – Post-DP HPWL: 71400 um
  – Routability cong.: 0.909
  – Port bufs: 164

Power
  – Largest vdd supply drop: 184 uV
  – Lkg Pwr: 20.2 nW
  – Pwr per Cell Area: 109 mW/mm2
  – Tot Pwr: 4.67 mW

Job
  – Log Warnings: 41
  – Total of max-cap violations: 0

GRT
  – Initial antenna violation count: 0
  – Total grt overflow: 0
  – Vias in the first global route: 28499
  – Tot GR Track Use: 22.1%
  – Pin count of the biggest net entering global routing: 123
  – First-pass GRT wire length: 162000 um

Detailed routing
  – Vias per cell: 5.04
  – Wire length per cell: 17.7 um
  – ANT nets after route: 0
  – Vias after detailed routing: 28494
  – DRC: 0
  – First-pass iteration count of the detailed router: 5
  – Ant. Diodes: 0
  – WL final: 99700 um
  – DR iter-0 viols: 1470

Min path
  – Worst hold path class: reg2reg
-- critical path, stage by stage, from the launching register on --
cell and delay (ns):
dfrtp_1 0.59, and2_1 0.29, fa_1 0.53, inv_1 0.05
fa_1 0.41, inv_1 0.07, ha_1 0.14, inv_1 0.05
fa_1 0.46, fa_1 0.54, inv_1 0.05, fa_1 0.47
inv_1 0.04, ha_1 0.35, a21o_1 0.21, a221oi_2 0.33
nor2_1 0.12, a2111oi_4 0.35, a21oi_1 0.14, xnor2_1 0.14
a221o_1 0.31
-- per-layer routing --
metal / vias up / track usage, % / wire (um)
li1: 13707 / - / -
met1: 13955 / 34.6 / 45900
met2: 720 / 32.4 / 44900
met3: 112 / 5.79 / 6710
met4: 0 / 4.22 / 2260
met5: - / 0 / 0
-- power by group --
group | switching [mW] | internal (mW) | leakage, nW
logic | 0.0533 | 0.0302 | 13.9
registers | 0 | 2.10 | 5.44
clock network | 1.03 | 1.47 | 0.906
total | 1.08 | 3.59 | 20.2
-- cells in the mapped netlist, drive strengths merged, types with 46 or more instances --
| library cell | instances | area (um2) |
|---|---|---|
| nor2 | 235 | 882 |
| a31oi | 76 | 475 |
| nand3 | 154 | 771 |
| fa | 386 | 7730 |
| dfrtp | 428 | 10700 |
| clkbuf | 183 | 687 |
| a22o | 46 | 403 |
| xnor2 | 197 | 1750 |
| a21oi | 109 | 553 |
| inv | 639 | 2400 |
| nand2 | 551 | 2070 |
| and2 | 332 | 2080 |
| xor2 | 92 | 806 |
| ha | 254 | 3180 |
| o21ai | 247 | 1240 |
-- how the worst min path moves through the flow --
| stage | startpoint | end | slack, ns | depth (start not counted) |
|---|---|---|---|---|
| CTS | gcd_block_2.DivideStart$_DFF_PN0_ | gcd_block_2.divide0.state[0]$_DFF_PN1_ | 0.45 | 1 |
| finish | gcd_block_2.DivideStart$_DFF_PN0_ | gcd_block_2.divide0.state[0]$_DFF_PN1_ | 0.45 | 1 |
| global route | gcd_block_2.DivideStart$_DFF_PN0_ | gcd_block_2.divide0.state[0]$_DFF_PN1_ | 0.47 | 1 |
-- cells by family after synthesis --
| family | count (synthesis) | synth area share, % |
|---|---|---|
| buffers and inverters | 845 | 8.36 |
| adders and majority gates | 640 | 28.5 |
| AOI/OAI and AO/OA | 590 | 9.62 |
| DFF | 430 | 28.1 |
| and+or+nand+nor | 1465 | 18.3 |
| xor gates and xnor gates | 289 | 6.68 |
| muxes | 16 | 0.419 |
-- per-stage QoR --
stage | hold slack (ns) | instances
2_1_floorplan | 0.413 | 4275
3_3_place_gp | 0.433 | 5550
3_5_place_dp | 0.439 | 5550
4_1_cts | 0.450 | 5648
5_1_grt | 0.469 | 5648
6_report | 0.451 | 5648
-- layout make-up --
cell class                 count  area (um2)
clock buffer                  70        1490
multi-input combinational   3000       24300
fill                        8962       51900
tap                         1265        1580
timing repair buffer         216        2050
sequential                   430       10800
inverter                     639        2400
clock inverter                28         384
Power is estimated from default activity; no workload was simulated.
